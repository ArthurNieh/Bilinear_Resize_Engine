File: flow/design.v
module interpolation (
    input           clk,
    input           RST,
    input           START,
    input   [5:0]   H0,
    input   [5:0]   V0,
    input   [3:0]   SW,
    input   [3:0]   SH,
    output          REN,
    input   [7:0]   R_DATA,
    output  [11:0]  ADDR,
    output  [7:0]   O_DATA,
    output          O_VALID
);
reg [5:0] reg_H0, reg_H0_next;
reg [5:0] reg_V0, reg_V0_next;
reg [3:0] reg_SW, reg_SW_next;
reg [3:0] reg_SH, reg_SH_next;
reg [11:0] reg_ADDR, reg_ADDR_next;
reg        output_valid, output_valid_next;  
reg        done, done_next;  
assign ADDR = reg_ADDR;
assign REN = 1'b0;
assign O_VALID = output_valid;
reg [9:0] width_sum, width_sum_next;
reg [9:0] height_sum, height_sum_next;
wire [5:0] X_lower, X_upper, Y_lower, Y_upper;
reg [5:0] last_y_row, last_y_row_next;  
reg x_divide, y_divide, x_divide_next, y_divide_next;
assign X_lower = width_sum[9:4];
assign X_upper = x_divide_next ? width_sum[9:4] : width_sum[9:4] + 1;
assign Y_lower = height_sum[9:4];
assign Y_upper = y_divide_next ? height_sum[9:4] : height_sum[9:4] + 1;
wire [5:0] next_X_lower, next_X_upper, next_Y_lower, next_Y_upper;
assign next_X_lower = width_sum_next[9:4];
assign next_X_upper = (width_sum_next[3:0] == 0) ? width_sum_next[9:4] : width_sum_next[9:4] + 1;
assign next_Y_lower = height_sum_next[9:4];
assign next_Y_upper = (height_sum_next[3:0] == 0) ? height_sum_next[9:4] : height_sum_next[9:4] + 1;
reg [3:0] x_ratio, x_ratio_next;  
reg [3:0] y_ratio, y_ratio_next;  
wire [7:0] left_margin, right_margin;
reg [7:0] data_y_lower [0:1];
reg [7:0] data_y_lower_next [0:1];
reg [7:0] data_y_upper [0:1];
reg [7:0] data_y_upper_next [0:1];
reg [4:0] count_cycle, count_cycle_next;
reg [1:0] pre_pre_state, pre_state, state, state_next;
wire pre_pre_state_is_11, pre_pre_state_is_10, pre_pre_state_is_01, pre_pre_state_is_00;
assign pre_pre_state_is_11 = pre_pre_state[1] & pre_pre_state[1];
assign pre_pre_state_is_00 = ~pre_pre_state[1] & ~pre_pre_state[0];
wire [5:0] x_ADDR, y_ADDR;
assign x_ADDR = state[1] ? X_upper : X_lower;
assign y_ADDR = state[0] ? Y_upper : Y_lower;
    Cal_Interpolation cal_inter_left (
        .DATA_1(data_y_lower[0]),
        .DATA_2(data_y_upper[0]),
        .ratio(y_ratio),
        .Out_DATA(left_margin)
    );
    Cal_Interpolation cal_inter_right (
        .DATA_1(data_y_lower[1]),
        .DATA_2(data_y_upper[1]),
        .ratio(y_ratio),
        .Out_DATA(right_margin)
    );
    Cal_Interpolation cal_inter (
        .DATA_1(left_margin),
        .DATA_2(right_margin),
        .ratio(x_ratio),
        .Out_DATA(O_DATA)
    );
always @(*)begin
    count_cycle_next = count_cycle;
    case(state)
        2'b00: begin
            if(y_divide_next | x_divide_next) begin
                state_next = 2'b11;
            end
            else begin
                state_next = 2'b01;
            end
        end
        2'b01: begin
            state_next = 2'b10;
        end
        2'b10: begin
            state_next = 2'b11;
        end
        2'b11: begin
            count_cycle_next = (count_cycle == 5'd16) ? 0 : count_cycle + 1;
            if(X_lower == next_X_lower && Y_upper == next_Y_upper) begin
                state_next = (X_upper == next_X_upper) ? 2'b11 : 2'b01;
            end
            else if(X_upper == next_X_lower) begin
                state_next = 2'b10;
            end
            else begin
                state_next = 2'b00;
            end
        end
    endcase
end
always @(*)begin
    reg_ADDR_next[5:0] = x_ADDR + reg_H0;
    reg_ADDR_next[11:6] = y_ADDR + reg_V0;
    output_valid_next = pre_state[1] & pre_state[0];
end
always @(*)begin
    case(pre_state)
        2'b00: begin
            data_y_lower_next[0] = R_DATA;
            data_y_lower_next[1] = x_divide ? R_DATA : data_y_lower[1];
            data_y_upper_next[0] = y_divide ? R_DATA : data_y_upper[0];
            data_y_upper_next[1] = data_y_upper[1];
        end
        2'b01: begin
            data_y_upper_next[0] = R_DATA;
            data_y_lower_next[0] = data_y_lower[0];
            data_y_lower_next[1] = data_y_lower[1];
            data_y_upper_next[1] = data_y_upper[1];
        end
        2'b10: begin
            data_y_lower_next[1] = R_DATA;
            data_y_lower_next[0] = pre_pre_state_is_11 ? data_y_lower[1] : data_y_lower[0];  
            data_y_upper_next[0] = pre_pre_state_is_11 ? data_y_upper[1] : data_y_upper[0];
            data_y_upper_next[1] = data_y_upper[1];
        end
        2'b11: begin
            data_y_upper_next[1] = R_DATA;
            data_y_lower_next[1] = y_divide ? R_DATA : data_y_lower[1];
            data_y_upper_next[0] = x_divide ? R_DATA : data_y_upper[0];
            data_y_lower_next[0] = y_divide ? data_y_upper[0] :
                                    x_divide ? data_y_lower[1] : data_y_lower[0];
        end
    endcase
end
always @(*)begin
    if(START) begin
        reg_H0_next = H0;
        reg_V0_next = V0;
        reg_SW_next = SW - 1;
        reg_SH_next = SH - 1;
    end
    else begin
        reg_H0_next = reg_H0;
        reg_V0_next = reg_V0;
        reg_SW_next = reg_SW;
        reg_SH_next = reg_SH;
    end
end
always @(*)begin
    if(state == 2'b11) begin
        if(count_cycle == 5'd16) begin
            width_sum_next = 0;
            height_sum_next = height_sum + reg_SH;
        end
        else begin
            width_sum_next = width_sum + reg_SW;
            height_sum_next = height_sum;
        end
    end
    else begin
        width_sum_next = width_sum;
        height_sum_next = height_sum;
    end
    x_divide_next = (width_sum[3:0] == 0);
    y_divide_next = (height_sum[3:0] == 0);
    x_ratio_next = width_sum[3:0];
    y_ratio_next = height_sum[3:0];
    if(height_sum[9:4] == reg_V0_next) begin
        done_next = 0;
    end
    else begin
        done_next = 1;
    end
end
always @(negedge clk) begin
    reg_ADDR <= reg_ADDR_next;
    data_y_lower[0] <= data_y_lower_next[0];
    data_y_lower[1] <= data_y_lower_next[1];
    data_y_upper[0] <= data_y_upper_next[0];
    data_y_upper[1] <= data_y_upper_next[1];
    output_valid <= output_valid_next;
end
always @(posedge clk) begin
    if(RST | START) begin
        width_sum <= 0;
        height_sum <= 0;
        state <= 2'b00;
        pre_state <= 2'b00;
        pre_pre_state <= 2'b00;
        x_divide <= 0;
        y_divide <= 0;
        x_ratio <= 0;
        y_ratio <= 0;
        done <= 1;
        count_cycle <= 0;
    end
    else begin
        width_sum <= width_sum_next;
        height_sum <= height_sum_next;
        state <= state_next;
        pre_state <= state;
        pre_pre_state <= pre_state;
        x_divide <= x_divide_next;
        y_divide <= y_divide_next;
        x_ratio <= x_ratio_next;
        y_ratio <= y_ratio_next;
        done <= done_next;
        count_cycle <= count_cycle_next;
    end
    reg_H0 <= reg_H0_next;
    reg_V0 <= reg_V0_next;
    reg_SW <= reg_SW_next;
    reg_SH <= reg_SH_next;
end
endmodule
module Cal_Interpolation (
    input   [7:0]   DATA_1,
    input   [7:0]   DATA_2,
    input   [3:0]   ratio,
    output  [7:0]   Out_DATA
);
    reg [3:0] flip_ratio;
    wire [7:0] d1_3, d1_2, d1_1, d1_0, d2_3, d2_2, d2_1, d2_0;
    wire [11:0] output_inter;
    assign d1_3 = {8{flip_ratio[3]}} & DATA_1;
    assign d1_2 = {8{flip_ratio[2]}} & DATA_1;
    assign d1_1 = {8{flip_ratio[1]}} & DATA_1;
    assign d1_0 = {8{flip_ratio[0]}} & DATA_1;
    assign d2_3 = {8{ratio[3]}} & DATA_2;
    assign d2_2 = {8{ratio[2]}} & DATA_2;
    assign d2_1 = {8{ratio[1]}} & DATA_2;
    assign d2_0 = {8{ratio[0]}} & DATA_2;
    assign output_inter = {d1_3, 3'b000} + {d1_2, 2'b00} + {d1_1, 1'b0} + d1_0 
                        + {d2_3, 3'b000} + {d2_2, 2'b00} + {d2_1, 1'b0} + d2_0 ;
    assign Out_DATA = (ratio == 4'b0000) ? DATA_1 : output_inter[11:4];
    always @(*)begin
        flip_ratio = ~ratio[3:0] + 1;
    end
endmodule
File: flow/run.sh
#!/bin/bash
# OpenROAD 26Q1-2900-gdf79404cd8, Yosys 0.63+post, stock flow scripts
make -C /OpenROAD-flow-scripts/flow DESIGN_CONFIG=/design/flow/config.mk WORK_HOME=/design/flow/orfs finish
File: flow/config.mk
export PLATFORM = sky130hd
export DESIGN_NAME = interpolation
export DESIGN_NICKNAME = interpolation
export VERILOG_FILES = /design/flow/design.v
export SDC_FILE = /design/flow/constraint.sdc
export NUM_CORES = 4
export LEC_CHECK = 1
export CORE_UTILIZATION = 40
File: flow/constraint.sdc
current_design interpolation

set clk_period 15.6
set clk_io_pct 0.2

create_clock -name clk0 -period $clk_period [get_ports {clk}]

set non_clock_inputs [all_inputs -no_clocks]
set_input_delay [expr $clk_period * $clk_io_pct] -clock clk0 $non_clock_inputs
set_output_delay [expr $clk_period * $clk_io_pct] -clock clk0 [all_outputs]
==> out/notes.md <==
The timing report gives the biggest stage delay along the critical path as 0.55 ns. TritonCTS built the clock tree. In the final report, the number of hold violations comes to 0. The detailed router placed 7889 vias in this run.

The run gives 0.382 for the worst relative slew slack. Between the synthesized netlist and the finished layout, the area growth was recorded as 21.3%. The routed wire length per instance works out to 13.2 µm.

Setup repair after global routing could not meet its margin everywhere. Summing over the stages, the warning tally comes to 74. The logs give 10600 µm² for the summed standard-cell area reported by yosys and 9 for the number of CTS-inserted buffers.

With the via count of the first global-routing pass at 8089, the vertical die size is 165 µm. The tools report the initial antenna violation count as 0. The tools report the cell chosen for the clock root as sky130_fd_sc_hd__clkbuf_16.

The number of cells reported by Yosys stat comes to 1133. Yosys printed 10 warnings. The number of design rule violations left after detail routing came out at 0. For reference, the most critical setup path is categorized as flop to primary output.

The share of the core filled with cells was 0.494; the final setup violation count was 8. The violation count after the first detailed-routing iteration is 343. The final reports fail on setup timing. The count of max-cap constraint violations was 0; the non-filler instance count after layout was 1637. The worst setup slack after layout is -3.48 ns. The number of antenna repair diodes was 0. For the combined global-route utilization of all metal layers, the log shows 0.184. The fraction of registers with async set or reset after synthesis was 0; the maximum vdd ir drop was 0.0574 mV. The arrival time of data at the worst endpoint is listed as 15.96 ns. The worst setup path is captured at a primary output. Per the gpl log, the routability congestion estimate is 0.905. The flow ran to the end, but the final reports show violations. The tools report the sequential area share after synthesis as 0.248. The tightest hold path in the finished design has a slack of 0.501 ns. The tools report the post-cts hold-fix buffer tally as 0. On the critical path, the stage with the largest delay is an instance of sky130_fd_sc_hd__fa_2.

The synthesized design contains 105 register bits. The report shows a maximum critical-path fanout of 5. After synthesis, the mean cell area works out to 9.35 µm².

In this run the register-to-register setup slack is 4.73 ns. STA reports the tightest min-delay check as being of type flop to flop. The tools report the element type at the critical path start as a flop. With the overflow left after global routing at 0, the fraction of layout instances using a drive strength above 1 is 0.174. The clock tree has to reach 105 sinks. The wire length of the first global-routing pass was 37.8 mm; the source-to-sink clock delay at the later pin of the worst-skew pair was 0.42 ns.

At the placement stage, the worst setup path has a slack of -3.49 ns. Entering global routing, the biggest net connects 33 pins. The routed wire length was 21.7 mm; the final max-slew violation count was 0. For the final routed database, the setup TNS stands at -24.23 ns. The logs give 26000 µm² for the core outline area and 3 for the number of H-tree levels. The die covers 27100 µm². Port buffer count: 51. The clock slew at the register clock pins of the worst setup and hold paths is 0.08 ns, and the standard cell area after detailed placement is 12200 µm². The wire-length estimate of the detail-placed layout is 17.1 mm. Clock skew on the completed layout was measured at 0.0656 ns.

The timing report shows the most common cell along the critical path to be sky130_fd_sc_hd__fa_1. The flip-flop cell with the highest count after synthesis was sky130_fd_sc_hd__dfxtp_1. The run gives 12800 µm² for the cell area after layout. Pin placement for this block handled 53 I/O pins. The tools report the data required time of the worst path as 12.48 ns. The report lists the power per cell area as 52.9 nW/µm². The synthesized netlist contains 62 unique library cells. The logs give 10600 µm² for the mapped cell area and 5.88 nW for the static leakage. The post-synthesis cell count is 1133, and the total number of placement rows is 59. According to the floorplan report, the die width is 165 µm.

The first detailed-routing pass took 4 iterations. The post-placement cell count was 1564. Total power consumption of the routed design: 0.679 mW. For the maximum root-to-sink buffer count, the log shows 2. The via density per instance works out to 4.82. Looking at the max-slew report, the worst-margin pin has a slew of 0.927 ns.

The run gives 0.408 for the core utilization at floorplan. Yosys mapped a number of flops with a built-in enable equal to 52. The tools report the count of nets left with antenna violations after detail routing as 0.
==> path summary, 6_finish.rpt <==
path | endpoint | depth (start not counted) | startpoint
worst max-delay path | O_DATA[7] | 36 | data_y_upper[1][1]
worst max register to register | reg_ADDR[5] | 9 | width_sum[1]
worst min-delay path | height_sum[0] | 2 | height_sum[0]
worst min register to register | height_sum[0] | 2 | height_sum[0]
==> power by group <==
part           switching, mW  internal (mW)
clock                  0.138          0.142
sequential           0.00904          0.307
combinational         0.0400         0.0436
total                  0.187          0.492
==> routing by layer <==
metal  vias up  part of all wire  global-route usage
met5         -                 0                   0
met4         0             0.011              0.0196
met3        16             0.055              0.0487
met2       180              0.48               0.299
met1      3736              0.45               0.267
li1       3957                 -                   -
==> final cells by class <==
cell class	count	area, µm²
Fill cell	2438	13100
Multi-Input combinational cell	822	7490
Sequential cell	105	2620
Timing Repair Buffer	152	1240
Inverter	162	608
Tap cell	335	419
Clock inverter	51	243
Clock buffer	10	229
==> what timing repair did <==
item / 4_1_cts / 5_1_grt
pin swaps: 48 / 50
resized: 39 / 31
setup endpoints to repair: 8 / 8
setup buffers: 11 / 5
==> kinds of logic after synthesis <==
kind of cell / Yosys count / share of synthesized area
other: 1 / 0.000354
and+or+nand+nor: 378 / 0.177
DFF: 105 / 0.248
AOI/OAI and AO/OA: 143 / 0.0845
xor gates and xnor gates: 78 / 0.0645
buffers and inverters: 206 / 0.0749
muxes: 28 / 0.0278
adders and majority gates: 194 / 0.323
==> critical path, delay by kind of cell (launching register included) <==
kind                     cells  cell delay [ns]
adder cells (fa/ha/maj)     11             4.74
AND/OR/NAND/NOR              6             0.53
AND-OR/OR-AND                9             1.15
flip-flops                   1             0.43
buffers and inverters        8             0.60
XOR/XNOR                     2             0.29
==> flip-flops by register name (all words and copies together) (netlist names), 5 cells and up <==
name and count:
data_y_upper 16, width_sum 10, data_y_lower 16, reg_V0 6, count_cycle 5, height_sum 10, reg_ADDR 12, reg_H0 6
==> placed cells by master (no fill, tap or decap), drive strengths merged, types with 2 or more instances in the layout <==
cell and count:
nand2 86, ha 61, nor2 109, mux2i 17, clkinv 4, or2 5, nand4 8, nor3 14
clkdlybuf4s50 43, nor2b 6, edfxtp 52, o21bai 13, o21ai 21, or4 2, buf 108, a2111oi 2
inv 208, o22ai 2, o21a 2, dfxtp 53, and3 5, mux2 11, nand2b 9, nand3 22
a21oi 61, o211ai 3, a31oi 7, xnor2 47, clkbuf 11, xor2 31, nor4 5, a21o 12
nor4b 2, fa 133, and2 98, nand3b 2, a211oi 8
==> cells in the mapped netlist, drive strengths merged (6+ instances only) <==
library cell  count  area [µm²]
inv             162         608
fa              133        2660
nor2            109         412
and2             98         613
nand2            86         323
a21oi            61         305
ha               61         763
dfxtp            53        1060
edfxtp           52        1560
xnor2            47         412
clkbuf           36         135
xor2             31         272
nand3            22         110
o21ai            21         105
mux2i            17         170
nor3             14        70.1
o21bai           13        97.6
a21o             12        90.1
mux2             11         124
nand2b            9        56.3
a211oi            8        60.1
nand4             8        50.1
a31oi             7        43.8
buf               7        46.3
nor2b             6        37.5
No activity file was given, so power comes from the tool's default toggle rates.
